File: design/flow/design.v
`timescale 1ns / 1ps
module myfifo
#(
    parameter DATA_WIDTH = 32,
    parameter DATA_DEPTH = 2
)
(
    input clk,
    input rst_n,
    input [DATA_WIDTH-1:0] data_in,
    input wr_en,
    input rd_en,
    output [DATA_WIDTH-1:0] data_out,
    output empty,
    output full
);
localparam PTR_WIDTH = $clog2(DATA_DEPTH);
reg [DATA_WIDTH-1:0] data_reg[DATA_DEPTH-1:0];
reg [PTR_WIDTH-1:0] enq_ptr_reg, deq_ptr_reg;
reg [1:0] ptr_flag_reg;
assign empty = enq_ptr_reg==deq_ptr_reg && ptr_flag_reg[0]==ptr_flag_reg[1];
assign full = enq_ptr_reg==deq_ptr_reg && ptr_flag_reg[0]!=ptr_flag_reg[1];
assign data_out = data_reg[deq_ptr_reg];
always@(posedge clk or negedge rst_n) begin
    if(!rst_n) begin
        enq_ptr_reg <= 0;
        ptr_flag_reg[0] <= 0;
    end
    else if(wr_en && !full) begin
        enq_ptr_reg <= enq_ptr_reg +1;
        data_reg[enq_ptr_reg] <= data_in;
        if(enq_ptr_reg == DATA_DEPTH-1) begin
            enq_ptr_reg <= 0;
            ptr_flag_reg[0] <= ~ptr_flag_reg[0];
        end
    end
end
always@(posedge clk or negedge rst_n) begin
    if(!rst_n) begin
        deq_ptr_reg <= 0;
        ptr_flag_reg[1] <= 0;
    end
    else if(rd_en && !empty) begin
        deq_ptr_reg <= deq_ptr_reg +1;
        if(deq_ptr_reg == DATA_DEPTH-1) begin
            deq_ptr_reg <= 0;
            ptr_flag_reg[1] <= ~ptr_flag_reg[1];
        end
    end
end
endmodule
File: design/flow/run.sh
#!/bin/bash
# OpenROAD 26Q1-2900-gdf79404cd8, Yosys 0.63+post, stock flow scripts
make -C /OpenROAD-flow-scripts/flow DESIGN_CONFIG=/design/flow/config.mk WORK_HOME=/design/flow/orfs finish
File: design/flow/config.mk
export PLATFORM = sky130hd
export DESIGN_NAME = myfifo
export DESIGN_NICKNAME = myfifo
export VERILOG_FILES = /design/flow/design.v
export SDC_FILE = /design/flow/constraint.sdc
export NUM_CORES = 4
export LEC_CHECK = 1
export CORE_UTILIZATION = 40
File: design/flow/constraint.sdc
current_design myfifo

set clk_period 6.8
set clk_io_pct 0.2

create_clock -name clk0 -period $clk_period [get_ports {clk}]

set non_clock_inputs [all_inputs -no_clocks]
set_input_delay [expr $clk_period * $clk_io_pct] -clock clk0 $non_clock_inputs
set_output_delay [expr $clk_period * $clk_io_pct] -clock clk0 [all_outputs]
==> reports/qor.csv <==
stage,metric,value,unit
run_status,status,finished clean,
floorplanning,DIE WIDTH,82.0,um
global_route,vias in the first global route,1463,
pwr,sw power,314,uW
worst_setup_path,reg2reg path depth,4,
worst_setup_path,CP Class,register to output port,
worst_setup_path,CP Launch Type,register,
worst_setup_path,reg2reg start,deq_ptr_reg,
pwr,leak pwr,0.00119,uW
drt,post-route ant nets,0,
clocking,post-CTS setup buffer count,0,
global_route,initial antenna violation count,0,
worst_setup_path,critical path endpoint category,output port,
drt,Via density,4.85,
sta,Final setup viols,0,
synth,Synth flops,68,
clocking,# hold bufs at CTS,0,
global_route,largest net degree at the start of global routing,41,
global_route,GR Overflow Total,0,
sta,Rel. slew slack,49.6,%
clocking,Root Driver,clkbuf_8,
drt,Avg WL per Cell,14.8,um
sta,setup tns final,0,ps
drt,diodes inserted,0,
synth,"Seq/Total Area, Yosys",79.0,%
synth,"Cell Area, Synth",2560,um2
job,OpenROAD warning count,25,
synth,Synth Instances,130,
drt,DRT Wirelength,4.25,mm
synth,chip area estimate from yosys synthesis,2560,um2
synth,biggest area cells,"edfxtp_1 (75%), mux2_2 (15%), dfrtp_1 (3.9%), buf_2 (0.98%), xor2_2 (0.64%)",
job,Max-Cap Viols,0,
sta,endpoints failing hold,0,
hold_path,worst hold start,ptr_flag_reg[0],
pwr,Pint,961,uW
final_layout,share of cells above drive strength 1,24.9,%
final_layout,P&R area growth vs syn,38.4,%
final_layout,Final Instance Count excl. Fillers,288,
final_layout,Largest register FFs,64,
worst_setup_path,critical path peak fanout,40,
worst_setup_path,R2R setup slack,4480,ps
hold_path,Hold Crit Endpoint,ptr_flag_reg[0],
final_layout,Finished Core Util,58.4,%
final_layout,Filler Cell Count,461,
synth,"Top FF cell, synth",edfxtp_1,
clocking,CTS clock-pin slew for the worst setup and hold paths,60,ps
drt,Initial DRT Pass Iterations,4,
floorplanning,IO Pins,70,
synth,fraction of registers with async set/reset,5.88,%
hold_path,worst hold path depth,2,
place,cell count after placement,272,
clocking,clk latency of the worst-skew pair,330,ps
drt,drt first-iter violations,99,
synth,share of the synthesized area in the top cell type,75.1,%
floorplanning,Core Region,6060,um2
pwr,Worst VDD drop,213,uV
sta,RSZ-0062 raised after global routing,false,
floorplanning,# rows,28,
drt,DRC,0,
clocking,Bufs on Longest Clock Path,2,
pwr,PD cells,360,nW/um2
sta,Pins Over Slew Limit,0,
floorplanning,DIE AREA,6720,um2
place,final RePlAce weighted congestion,0.811,
worst_setup_path,Critical Path RT,5440,ps
place,IO buf count,69,
sta,final worst setup slack,3480,ps
sta,Final min period,3320,ps
floorplanning,Die H,82.0,um
clocking,H-tree levels,3,
synth,Synth top cell by count,edfxtp_1,
synth,Mean Syn Cell Area,19.7,um2
floorplanning,floorplan utilization,42.2,%
sta,actual slew at the worst max-slew pin,751,ps
synth,"area leader, netlist",edfxtp_1,
hold_path,worst hold-check path type,register to register,
global_route,global-route wire length before repair,6.70,mm
place,dpl ws,3300,ps
synth,# Cells Yosys,130,
synth,Ys Warns,2,
worst_setup_path,CP Data Arrival Time,1960,ps
synth,"EDFF count, synth",64,
pwr,Clk pwr share,23.5,%
synth,top cells by count,"edfxtp_1 (64), mux2_2 (33), buf_2 (5)",
pwr,Reg power frac,44.1,%
sta,Max Clk Rate,301,MHz
synth,Unique cell types,18,
clocking,Sinks on Clock Net,68,
sta,Final Skew,4.17,ps
worst_setup_path,r2r endpoint,data_reg[0][30],
global_route,GRT Util Overall,14.6,%
pwr,Sw Ratio,24.7,%
sta,final hold slack,634,ps
clocking,PostCTS Resize Cnt,0,
clocking,number of buffers created by CTS,9,
sta,period utilization,48.8,%
drt,vias,1398,
pwr,Comb power frac,32.4,%
clocking,CTS tree,yes,
place,Post-DP HPWL,2.70,mm
## cells by family (layout without fill, tap and decap cells)
group	Yosys count	count (layout)	synth area share, %
AND-OR/OR-AND	8	8	1.86
XOR/XNOR	3	3	1.32
buffers and inverters	6	89	1.12
flip-flops	68	68	79.0
multiplexers	34	34	14.9
AND/OR/NAND/NOR	11	11	1.76
## placed cells by master (no fill, tap or decap), types with 2 or more instances in the layout
master,count
edfxtp_1,64
nor2_1,4
o21ai_1,2
nand3_1,2
clkinv_1,2
a21oi_1,2
mux2_2,33
dfrtp_1,3
clkbuf_8,9
clkdlybuf4s50_1,69
clkinv_2,2
nand2_1,4
buf_4,3
## per-stage QoR
stage / power, uW / cell area (um2)
after floorplan: 758 / 2560
after global placement: 979 / 3360
after detailed placement: 989 / 3360
after CTS: 1300 / 3540
after global routing: 1360 / 3540
final: 1270 / 3540
## final cells by class
class / instances / area (um2) / area share [%]
clock inverters: 6 / 55.1 / 1.55
well taps: 75 / 93.8 / 2.65
flip-flops and latches: 68 / 2020 / 57.1
repair buffers: 72 / 713 / 20.1
clock buffers: 10 / 128 / 3.60
multi-input cells: 56 / 524 / 14.8
inverters: 1 / 3.75 / 0.106
## metal layers
metal / global-route usage, % / vias to the layer above / share of wire, % / wire [um]
li1: - / 660 / - / -
met1: 23.6 / 651 / 43 / 1840
met2: 18.9 / 77 / 42 / 1790
met3: 8.34 / 10 / 12 / 529
met4: 2.63 / 0 / 2.1 / 88
met5: 0 / - / 0 / 0
## critical path, stage by stage, from the launching register on
cell             delay, ps
dfrtp_2                340
buf_4                  450
mux2_2                 410
clkdlybuf4s50_1        430
## worst max path at each step
| stage | from | to | cells after the start |
|---|---|---|---|
| final | deq_ptr_reg | data_out[5] | 3 |
| after global routing | deq_ptr_reg | data_out[5] | 3 |
| after CTS | deq_ptr_reg | data_out[5] | 3 |
## power groups by stage
stage,clock network [uW],registers [uW],logic [uW]
4_1_cts,308,563,424
5_1_grt,328,569,458
6_report,300,562,413
Power figures rest on the tool's default switching activity, not on a simulated workload.
