File: /design/flow/run.sh
#!/bin/bash
# OpenROAD 26Q1-2900-gdf79404cd8, Yosys 0.63+post, stock flow scripts
make -C /OpenROAD-flow-scripts/flow DESIGN_CONFIG=/design/flow/config.mk WORK_HOME=/design/flow/orfs finish
File: /design/flow/config.mk
export PLATFORM = sky130hd
export DESIGN_NAME = handshake_pipe_both_patting
export DESIGN_NICKNAME = handshake_pipe_both_patting
export VERILOG_FILES = /design/flow/design.v
export SDC_FILE = /design/flow/constraint.sdc
export NUM_CORES = 4
export LEC_CHECK = 1
export CORE_UTILIZATION = 40
File: /design/flow/constraint.sdc
current_design handshake_pipe_both_patting

set clk_period 7.9
set clk_io_pct 0.2

create_clock -name clk0 -period $clk_period [get_ports {clk}]

set non_clock_inputs [all_inputs -no_clocks]
set_input_delay [expr $clk_period * $clk_io_pct] -clock clk0 $non_clock_inputs
set_output_delay [expr $clk_period * $clk_io_pct] -clock clk0 [all_outputs]
File: /design/flow/design.v
module handshake_pipe_both_patting (
    input wire clk,
    input wire rst_n,
    input  wire master_valid,
    input  wire [31:0] master_data,
    output wire master_ready,
    output wire slave_valid,
    output wire [31:0] slave_data,
    input  wire slave_ready
    );
wire [31:0] data_trans;
wire valid_trans, ready_trans;	
handshake_pipe_ready_patting handshake_pipe_inst1 (	
    .clk(clk),
	.rst_n(rst_n),
    .master_valid(master_valid),
    .master_data (master_data),
    .master_ready(master_ready),
    .slave_valid(valid_trans),
    .slave_data (data_trans),
    .slave_ready(ready_trans)
);
handshake_pipe_valid_patting handshake_pipe_inst2 (	
    .clk(clk),
	.rst_n(rst_n),
    .master_valid(valid_trans),
    .master_data (data_trans),
    .master_ready(ready_trans),
    .slave_valid(slave_valid),
    .slave_data (slave_data),
    .slave_ready(slave_ready)
);	
endmodule
module handshake_pipe_ready_patting (
    input wire clk,
    input wire rst_n,
    input wire master_valid,
    input wire [31:0] master_data,
    output wire master_ready,
    output wire slave_valid,
    output wire [31:0] slave_data,
    input wire slave_ready
    );		
	reg valid_reg;
    reg [31:0] data_reg;
    assign slave_data = valid_reg ? data_reg : master_data;
    assign slave_valid = valid_reg ? valid_reg : master_valid;  
    assign master_ready = ~valid_reg;  
    always @(posedge clk or negedge rst_n) begin
        if(!rst_n) begin
            valid_reg <= 1'b0;
        end
		else if(slave_ready) begin
            valid_reg <= 1'b0;
        end
        else if(master_valid) begin  
            valid_reg <= 1'b1;
        end      
    end
    always @(posedge clk or negedge rst_n) begin
        if(!rst_n) begin
            data_reg <= 32'd0;
        end
        else if(master_valid && !slave_ready && !valid_reg)begin
            data_reg <= master_data; 
        end
    end
endmodule
module handshake_pipe_valid_patting (
    input wire clk,
    input wire rst_n,
    input  wire master_valid,
    input  wire [31:0] master_data,
    output wire master_ready,
    output wire slave_valid,
    output wire [31:0] slave_data,
    input  wire slave_ready
    );
    reg valid_reg;
    reg [31:0] data_reg;
    assign master_ready = ~valid_reg | slave_ready;
    assign slave_data = data_reg;
    assign slave_valid = valid_reg;
    always @(posedge clk or negedge rst_n) begin
        if(!rst_n) begin
            valid_reg <= 1'b0;
        end
        else if(master_valid && master_ready) begin
            valid_reg <= 1'b1;
        end
        else if(slave_ready && valid_reg) begin
			valid_reg <= 1'b0;
		end
    end
    always @(posedge clk or negedge rst_n) begin
        if(!rst_n) begin
            data_reg <= 32'd0;
        end
        else if(master_valid && master_ready) begin
            data_reg <= master_data; 
        end
    end
endmodule
==> flow_metrics.env <==
# source this file to load flow results
export IMPL_yosys_area_mm2=0.00287
export IMPL_syn_avg_cell_area_um2=16.0
export IMPL_worst_ep_required_time_ps=8110
export IMPL_most_common_layout_cells="mux2_2 (94), clkdlybuf4s50_1 (68), dfrtp_1 (66)"
export IMPL_numCtsBuffers=9
export IMPL_ant_nets=0
export IMPL_clk_pin_slew_ps=70
export IMPL_die_x_um=86.7
export IMPL_diodes=0
export IMPL_log_warning_count=25
export IMPL_outcome="finished, final reports clean"
export IMPL_die_area_mm2=0.00751
export IMPL_dp_cells=338
export IMPL_avgRoutedWirePerCell_um=14.2
export IMPL_seq_area_mm2=0.00165
export IMPL_endpoint_kind="flop"
export IMPL_power_density_mw_per_mm2=247
export IMPL_avgViaCountPerCell=4.75
export IMPL_synthDistinctLibCells=12
export IMPL_critPathMaxFanout=32
export IMPL_met1Wirelength_mm=2.41
export IMPL_path_class="primary input to flop"
export IMPL_grt_pass1_vias=1798
export IMPL_antenna_found_initial=0
export IMPL_hold_depth=1
export IMPL_io_buffers=69
export IMPL_syn_instance_count=179
export IMPL_ctsResizeCount=0
export IMPL_ff2ff_path_depth=4
export IMPL_fin_skew_ps=6.80
export IMPL_setup_tns_final_ps=0
export IMPL_timing_final_crit_share_pct=36.9
export IMPL_first_pass_iters=3
export IMPL_cts_max_path_buffers=2
export IMPL_setup_viol_count_final=0
export IMPL_fin_cells=354
export IMPL_period_minus_slack_ps=2920
export IMPL_clockRootBuffer="clkbuf_8"
export IMPL_peakVddDrop_uv=138
export IMPL_critPathLaunchType="primary input"
export IMPL_syn_area_mm2=0.00287
export IMPL_vias=1680
export IMPL_worst_pin_slew_ps=718
export IMPL_top_layer="met4"
export IMPL_ys_cells=179
export IMPL_wl_met3_um=302
export IMPL_hold_buffers=0
export IMPL_wl_met2_mm=2.28
export IMPL_clk_latency_ps=330
export IMPL_htreeDepth=3
export IMPL_cts_tree="done"
export IMPL_dp_hpwl_mm=3.13
export IMPL_clkSinkCount=66
export IMPL_slew_violations=0
export IMPL_rsz0062_at_grt="no"
export IMPL_drcViolationCount=0
export IMPL_slew_headroom_pct=52.1
export IMPL_finalHoldViolCount=0
export IMPL_grt_pass1_wl_mm=8.69
export IMPL_yosysWarnings=2
export IMPL_nFillCells=578
export IMPL_coreArea_mm2=0.00687
export IMPL_gr_usage_all_layers_pct=15.5
export IMPL_clock_fmax_mhz=343
export IMPL_drt_initial_drc_count=50
export IMPL_grt_overflow=0
export IMPL_floorplan_core_util_pct=41.7
export IMPL_cts_setup_buffers=0
export IMPL_p_leak_nw=1.55
export IMPL_rows=30
export IMPL_grt_max_degree=36
export IMPL_die_h_um=86.7
export IMPL_hold_path_class="flop to flop"
export IMPL_place_congestion=0.701
export IMPL_final_layout_size_suffix_gt1_share_pct=45.0
export IMPL_mi_logic_area_mm2=0.00113
export IMPL_ys_seq_share_pct=57.6
export IMPL_timing_max_cap_violations=0
export IMPL_layout_top_cell="mux2_2"
export IMPL_wl_mm=5.02
export IMPL_area_growth_pct=32.8
export IMPL_io_pins=70
export IMPL_numSynthFlops=66
export IMPL_worstPathArrival_ps=3130
-- cells in the mapped netlist --
cell type	count	area [um^2]
buf_6	4	45.0
buf_4	2	15.0
inv_1	1	3.75
o21a_1	1	7.51
nor2_1	2	7.51
mux2_2	94	1060
nand2_1	1	3.75
dfrtp_1	66	1650
buf_2	4	20.0
mux2_1	2	22.5
nand2b_4	1	13.8
nor3b_4	1	18.8
-- layout make-up --
| class | count | share of cell area, % |
|---|---|---|
| Clock buffer | 10 | 3.35 |
| Clock inverter | 6 | 1.51 |
| Inverter | 1 | 0.0986 |
| Multi-Input combinational cell | 102 | 29.7 |
| Sequential cell | 66 | 43.4 |
| Tap cell | 96 | 3.15 |
| Timing Repair Buffer | 73 | 18.8 |
-- power by group --
part	internal [mW]	total, mW	switching [mW]
Sequential	0.418	0.456	0.0381
Combinational	0.166	0.219	0.0532
Clock	0.143	0.264	0.121
-- path summary, 6_finish.rpt --
path / from / endpoint / slack (ps)
setup / recovery: slave_ready / handshake_pipe_inst1.data_reg[22]$_DFFE_PN0P_ / 4980
hold / removal: handshake_pipe_inst2.data_reg[2]$_DFFE_PN0P_ / handshake_pipe_inst2.data_reg[2]$_DFFE_PN0P_ / 490
setup reg to reg: handshake_pipe_inst1.valid_reg$_DFFE_PN0P_ / handshake_pipe_inst2.data_reg[14]$_DFFE_PN0P_ / 6010
hold reg to reg: handshake_pipe_inst2.data_reg[2]$_DFFE_PN0P_ / handshake_pipe_inst2.data_reg[2]$_DFFE_PN0P_ / 490
max in group asynchronous: rst_n / handshake_pipe_inst2.data_reg[14]$_DFFE_PN0P_ / 5670
min in group asynchronous: rst_n / handshake_pipe_inst1.data_reg[5]$_DFFE_PN0P_ / 1300
-- kinds of logic (layout without fill, tap and decap cells) --
logic type	Yosys count	after routing	synth area share [%]
AND-OR/OR-AND	1	1	0.262
buffers and inverters	11	90	2.92
AND/OR/NAND/NOR	5	5	1.53
flip-flops	66	66	57.6
multiplexers	96	96	37.7
-- metal layers --
| layer | track usage, % | up-vias |
|---|---|---|
| met3 | 5.02 | 2 |
| met2 | 23.7 | 48 |
| met4 | 1.52 | 0 |
| met5 | 0 | - |
| met1 | 23.6 | 832 |
| li1 | - | 798 |
-- worst max-delay path: stages --
cell and delay (ps):
clkdlybuf4s50_1 390, nand2b_4 160, nor3b_4 180, buf_4 410
mux2_2 390
-- metrics by stage --
stage	hold WS, ps	cell area [um^2]	worst slack, ps	util, %	power [mW]
3_5_place_dp	477	3620	4630	52.8	0.685
2_1_floorplan	433	2870	5240	-	0.558
5_1_grt	519	3810	4910	55.4	1.00
6_report	486	3810	4980	55.4	0.939
3_3_place_gp	472	3620	4640	52.8	0.683
4_1_cts	490	3810	5000	55.4	0.960
No activity file was given, so power comes from the tool's default toggle rates.
